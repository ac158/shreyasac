==> flow/design.v <==
`timescale 1ns / 1ps
module lookhead32 (
    input wire [31:0] A,
    input wire [31:0] B,
    input wire Cin,
    output wire [31:0] Sum,
    output wire Cout
);
wire [31:0] G;
wire [31:0] P;
wire [31:0] C;
assign G = A & B;
assign P = A ^ B;
assign C[0] = Cin;
genvar i;
generate
    for (i = 0; i < 32; i = i + 1) begin 
        if (i > 0) begin
            assign C[i] = G[i-1] | (P[i-1] & C[i-1]);
        end
        assign Sum[i] = A[i] ^ B[i] ^ C[i];
    end
endgenerate
assign Cout = C[31];
endmodule
`timescale 1ns / 1ps
module lookreg(input clk, input rst, input [31:0]a, input [31:0] b,
input cin,output reg [31:0] sum, output reg cout);
reg [31:0] ar;
reg [31:0] br;
reg cnr;
wire [31:0] sr;
wire ctr;
lookhead32 l1(.A(ar), .B(br), .Cin(cnr), .Sum(sr), .Cout(ctr));
always @ (posedge clk or posedge rst) begin
if(rst) begin
ar <= 32'b0;
br <= 32'b0;
cnr <= 1'b0;
end 
else
begin
ar <= a;
br <= b;
cnr <= cin;
sum <= sr;
cout <= ctr;
end
end
endmodule
==> flow/run.sh <==
#!/bin/bash
# OpenROAD 26Q1-2900-gdf79404cd8, Yosys 0.63+post, stock flow scripts
make -C /OpenROAD-flow-scripts/flow DESIGN_CONFIG=/design/flow/config.mk WORK_HOME=/design/flow/orfs finish
==> flow/config.mk <==
export PLATFORM = sky130hd
export DESIGN_NAME = lookreg
export DESIGN_NICKNAME = lookreg
export VERILOG_FILES = /design/flow/design.v
export SDC_FILE = /design/flow/constraint.sdc
export NUM_CORES = 4
export LEC_CHECK = 1
export CORE_UTILIZATION = 50
==> flow/constraint.sdc <==
current_design lookreg

set clk_period 15.5
set clk_io_pct 0.2

create_clock -name clk0 -period $clk_period [get_ports {clk}]

set non_clock_inputs [all_inputs -no_clocks]
set_input_delay [expr $clk_period * $clk_io_pct] -clock clk0 $non_clock_inputs
set_output_delay [expr $clk_period * $clk_io_pct] -clock clk0 [all_outputs]
==> run notes <==
run metrics: HP Class reg2reg, post-route cell area 4630 µm², final worst path period need 14.85 ns, slowest cell on the critical path fa_1, Setup TNS 0 ns, Max VDD drop 0.0807 mV, drt first pass iters 2, Final period util 0.958, ys cells 141, Filler Cell Count 374, cts bufs inserted 9, Post-CTS Hold Buffers 0, H-tree depth 3, layout cell share with drive strength beyond 1 0.0739, max frequency around 67 MHz, CTS Sinks 98, Flop area 2620 µm², unrepaired setup endpoints after global routing false, Root Buffer clkbuf_8, cell mode on critical path fa_1, routed vias 1466, # diodes 0, Post-DP Area 4400 µm², die area around 6900 µm², worst path arrival time approximately 15 ns, Required @ worst endpoint 15.58 ns, post-DP HPWL 3.30 mm, Final setup viols 0, Port Buffers 99, Final Hold Fails 0, Placer Congestion roughly 0.73, Worst Setup SP ar[0], Slew headroom 0.488, largest net degree at the start of global routing 67, Post-Syn Instances around 140, slew of the pin with the lowest slew margin 0.768 ns, vias in the first global route 1631, crit-path max FO 2, Layout area overhead 40.1%, Die Y 83.3 µm, P per Cell Area 115 nW/µm², global-route wire length before repair approximately 7.6 mm, Worst Min Path Start ar[31], Via density 4.39, status complete, no violations, GRT overflow 0, dpl cells between 300 and 400, # rows 29, Final Max Slew Viols 0, synth unique cells 5, wire length per cell 13.2 µm, slowest stage delay, CP 0.48 ns, initial DRC count 29, max-cap viol count 0, worst skew pair latency between 0.3 and 0.4 ns, initial antenna violation count 0, CTS max path bufs 2, DRC Markers 0, Final ANT Viol Nets 0, static leakage around 1.9 nW, clock skew after layout 0.00761 ns, Floorplan Utilization 0.520, Critical Path Source Type register, Tool Warnings 26, syn avg cell area 23.4 µm², gr usage total 0.159, synthesized cell area 3300 µm², synth warn 1, Reg2Reg Launch Point ar[0], Non-Filler Instances 334, Setup crit end kind register, routed wire length around 4.4 mm, logic area roughly 650 µm², Die W approximately 83 µm, Seq cells post-synth between 90 and 100, yosys stat chip area ~3300 µm², Ports 100, Worst-path clk slew 0.08 ns, Seq/Total Area, Yosys 0.793, CORE AREA roughly 6300 µm², Setup CP Type reg2reg, CTS tree yes
per-layer routing:
layer | vias to the layer above | global-route usage | share of wire
li1 | 673 | - | -
met3 | 5 | 0.0696 | 0.11
met5 | - | 0 | 0
met1 | 717 | 0.296 | 0.42
met4 | 0 | 0.0125 | 0.0086
met2 | 71 | 0.219 | 0.46
registers in the layout (all words and copies together), names as in the netlist:
register	flops
ar	32
cnr	1
br	32
cout	1
sum	32
power by group:
group	switching, mW	leakage [nW]	internal (mW)
Clock	0.0765	0.103	0.0954
Sequential	0.00712	1.08	0.292
Combinational	0.0182	0.689	0.0423
Total	0.102	1.87	0.430
cell usage after synthesis:
library cell / instances / area share
fa_1: 31 / 0.19
xnor3_1: 1 / 0.0068
edfxtp_1: 33 / 0.30
dfrtp_1: 65 / 0.49
inv_1: 11 / 0.013
stage by stage:
step	hold WS [ns]	utilization	total power [mW]	worst slack [ns]
floorplan	0.529	-	0.321	0.904
global placement	0.540	0.693	0.365	0.494
detailed placement	0.564	0.693	0.367	0.332
CTS	0.585	0.727	0.540	0.289
global route	0.601	0.729	0.561	0.0852
finish	0.574	0.729	0.532	0.648
area by class of cell:
class / count / area share
multi-input cells: 32 / 0.141
repair buffers: 100 / 0.216
clock inverters: 4 / 0.0162
clock buffers: 12 / 0.0314
well taps: 77 / 0.0208
flip-flops and latches: 98 / 0.566
inverters: 11 / 0.00946
cells by family (layout without fill, tap and decap cells):
family | Yosys count | after routing | synth area share
buffers and inverters | 11 | 127 | 0.0125
adder cells (fa/ha/maj) | 31 | 31 | 0.188
flip-flops | 98 | 98 | 0.793
XOR/XNOR | 1 | 1 | 0.00682
placed cells by master (no fill, tap or decap), types with 2 or more instances in the layout:
cell type / n
clkdlybuf4s50_1: 99
dfrtp_1: 65
edfxtp_1: 33
fa_1: 28
inv_1: 10
clkbuf_8: 10
fa_2: 3
clkbuf_1: 2
bufinv_16: 2
clkinvlp_4: 2
worst paths after layout:
kind / endpoint / slack [ns] / cells past startpoint
min: sum[31] / 0.57 / 1
min in group asynchronous: ar[0] / 3.10 / 2
max reg2reg: sum[31] / 0.65 / 35
min reg2reg: sum[31] / 0.57 / 1
max in group asynchronous: ar[19] / 11.31 / 3
max: sum[31] / 0.65 / 35
worst max-delay path, delay by kind of cell, from the launching register on:
family / cells / cell delay (ns)
fa+ha+maj: 31 / 13.63
xor+xnor: 1 / 0.39
flops: 1 / 0.37
buf+inv: 3 / 0.23
repair_timing:
action                                 CTS  global route
endpoints found under the hold margin    0             0
gates resized                            0             3
buffers inserted                         0             0
setup endpoints to repair                0             1
Power figures rest on the tool's default switching activity, not on a simulated workload.
