==> ./constraint.sdc <==
current_design adder_ff

set clk_period 3.2
set clk_io_pct 0.2

create_clock -name clk0 -period $clk_period [get_ports {clk}]

set non_clock_inputs [all_inputs -no_clocks]
set_input_delay [expr $clk_period * $clk_io_pct] -clock clk0 $non_clock_inputs
set_output_delay [expr $clk_period * $clk_io_pct] -clock clk0 [all_outputs]
==> ./config.mk <==
export PLATFORM = sky130hd
export DESIGN_NAME = adder_ff
export DESIGN_NICKNAME = adder_ff
export VERILOG_FILES = /design/flow/design.v
export SDC_FILE = /design/flow/constraint.sdc
export NUM_CORES = 4
export LEC_CHECK = 1
export CORE_AREA = 10 10 73 73
export DIE_AREA = 0 0 83 83
==> ./design.v <==
`timescale 1ns / 1ps
module adder8(
input  a,
input  b,
input cin,
output  sum,
output  carry
    );
    assign sum = a^b^cin;
    assign carry = (a&b)|(b&cin)|(a&cin);
endmodule
`timescale 1ns / 1ps
module adder_ff(input clk,
input rst,
input  [3:0]a,
input  [3:0]b,
input cin,
output  reg[3:0]sum,
output  reg carry
    );
    reg [3:0] ar,br;
    reg c_in;
    wire [3:0] sr;
    wire cr;
    pipefull p1(.a(ar), .b(br), .cin(c_in), .sum(sr), .carry(cr));
    always @ (posedge clk or posedge rst) begin
    if(rst)
    begin
    ar<=4'b0000;
    br<=4'b0000;
    c_in<=1'b0;
    sum<=4'b0000;
    carry<=1'b0;
    end
    else
    begin
    ar<=a;
    br<=b;
    c_in<=cin;
    sum<=sr;
    carry<=cr;
    end
    end
endmodule
`timescale 1ns / 1ps
module pipefull(input  [3:0]a,
input  [3:0]b,
input cin,
output  [3:0]sum,
output  carry);
wire ca[2:0];
adder8 a1(.a(a[0]), .b(b[0]), .cin(cin), .sum(sum[0]), .carry(ca[0]));
adder8 a2(.a(a[1]), .b(b[1]), .cin(ca[0]), .sum(sum[1]), .carry(ca[1]));
adder8 a3(.a(a[2]), .b(b[2]), .cin(ca[1]), .sum(sum[2]), .carry(ca[2]));
adder8 a4(.a(a[3]), .b(b[3]), .cin(ca[2]), .sum(sum[3]), .carry(carry));
endmodule
==> ./run.sh <==
#!/bin/bash
# OpenROAD 26Q1-2900-gdf79404cd8, Yosys 0.63+post, stock flow scripts
make -C /OpenROAD-flow-scripts/flow DESIGN_CONFIG=/design/flow/config.mk WORK_HOME=/design/flow/orfs finish
==> impl_metrics.toml <==
# implementation run metrics
[critical_path]
critical_path.max_fanout = 1
r2r_end = "sum[3]$_DFF_PP0_"
worst_setup_path_end_kind = "flop"
worst_path_cell_trace = "inv_1 -> fa_1 -> inv_1 -> fa_1 -> fa_1 -> inv_1 -> fa_1 -> inv_1"
crit_arrival_ns = 2.16
worstSetupStartpointType = "flop"
type_of_the_setup_path_with_the_least_slack = "reg2reg"
critical_path.slowest_cell = "sky130_fd_sc_hd__fa_1"
max_stage_delay_ns = 0.40
reg2regPathDepth = 8
regToRegStartpoint = "c_in$_DFF_PP0_"
setup.reg_to_reg.worst_slack_ns = 1.21
critical_path_required_ns = 3.38

[final_timing]
layout_worst_path_cycle_share = 0.620
grt_setup_unrepaired = "no"
worst_clock_skew_ns = 0.000399
slew_headroom = 0.673
hold_violations = 0
layout_min_cycle_time_ns = 1.99
setup_viol = 0
maxClockFrequency_ghz = 0.504
fin_tns_setup_ns = 0
timing_worst_slew_pin_value_ns = 0.490
drv_slew = 0

[synthesis]
yosys-mux-area-fraction = 0
yosys.area_share.simple = 0
yosys_top_cell_area_share = 0.743
cell_type_with_the_largest_total_area_after_synthesis = "sky130_fd_sc_hd__dfrtp_1"
synth.cell_area_um2 = 472
ys_sh_aoi = 0
yosys_warnings = 2
syn_avg_cell_area_um2 = 16.3
syn_inst = 29
synth_xor_xnor_area_share = 0
post_synth_fa_ha_maj_area_fraction = 0.170
synth.yosys.chip_area_um2 = 472
synth_cell_types = 3
synth_flop_count = 14
ys_seq_share = 0.743
synth.yosys.num_cells = 29
yosys-dominant-comb-family = "adder cells"
largest_cells_by_area_after_synthesis = "sky130_fd_sc_hd__dfrtp_1 74%, sky130_fd_sc_hd__fa_1 17%, sky130_fd_sc_hd__inv_1 8.8%"

[flow_run]
stage_log_warnings = 25
cap_violations = 0

[global_route]
initial_antenna_violation_count = 0
grt_pass1_vias = 266
largest_net_degree_at_the_start_of_global_routing = 15
grt-ovfl-total = 0
grt_pass1_wl_um = 1270
grt.total_usage = 0.0239

[worst_hold_path]
tightest_hold_check_type = "reg2reg"
timing.hold.worst.start = "br[1]$_DFF_PP0_"
hold_critical_path_depth = 1
hold-path-endpoint = "sum[1]$_DFF_PP0_"

[placement]
detailed_place_hpwl_um = 683
placedInstanceArea_um2 = 682
total_of_buffers_placed_on_input_and_output_ports = 15
routabilityCongestion = 0.659

[route]
drcViolationCount = 0
ant_nets = 0
route.final.wire_length_um = 791
detailedRoute.firstIterationViolations = 2
drt_pre_antenna_iters = 2
vias = 242
insertedDiodeCount = 0
routed_via_density = 2.52
routed_length_per_instance_um = 8.24

[cts]
cts.clk_slew.worst_paths_ns = 0.05
h_tree_lvl_count = 1
cts_setup_buffers = 0
cts-resized-gates = 0
clockRootBuffer = "sky130_fd_sc_hd__clkbuf_8"
tritoncts = "done"
cts.path.max_buffers = 2
clk_latency_ns = 0.24
cts_inserted_buffers = 3
cts.sink_count = 14
cts.hold.buffers_added = 0

[die]
fp.dieW_um = 83
fp-row-count = 22
core_region_area_um2 = 3740
pre_placement_core_utilization = 0.126
ioPinCount = 16
chip_area_um2 = 6890
chipHeight_um = 83

[finish]
drive_above_1_share = 0.0833
final_cell_mix = "15 x sky130_fd_sc_hd__clkdlybuf4s50_1, 14 x sky130_fd_sc_hd__dfrtp_1, 11 x sky130_fd_sc_hd__inv_1"
flow.area_growth_from_synthesis_pct = 56.2
final_instance_area_um2 = 737
mostFrequentLayoutCell = "sky130_fd_sc_hd__clkdlybuf4s50_1"

[power]
peakVddDrop_uv = 292
power.density_nw_per_um2 = 553
power_leakage_uw = 0.000338

[outcome]
run_status = "finished, final reports clean"
cells in the mapped netlist:
library cell / n
sky130_fd_sc_hd__fa_1: 4
sky130_fd_sc_hd__inv_1: 11
sky130_fd_sc_hd__dfrtp_1: 14
flip-flops by register name, summed over array words and instances, names as in the netlist:
name / flops
ar: 4
sum: 4
br: 4
carry: 1
c_in: 1
critical path, delay by kind of cell (launching register included):
family	cells	cell delay (ns)
buffers and inverters	4	0.25
adders and majority gates	4	1.33
DFF	1	0.35
cells by family after synthesis:
family     count (synthesis)
buf+inv                   11
flops                     14
fa+ha+maj                  4
power breakdown:
part | leakage (uW) | total (uW) | switching (uW) | internal (uW)
Sequential | 0.000163 | 198 | 4.71 | 193
Combinational | 0.000146 | 47.2 | 14.1 | 33.0
Clock | 0.0000288 | 163 | 54.2 | 109
worst max-delay path by stage:
| stage | end | startpoint | cells after the start |
|---|---|---|---|
| finish | sum[3]$_DFF_PP0_ | c_in$_DFF_PP0_ | 8 |
| CTS | sum[3]$_DFF_PP0_ | c_in$_DFF_PP0_ | 8 |
| global route | sum[3]$_DFF_PP0_ | ar[0]$_DFF_PP0_ | 8 |
routing by layer:
| metal | vias to the layer above | global-route usage | part of all wire |
|---|---|---|---|
| met5 | - | 0 | 0 |
| met4 | 0 | 0 | 0 |
| met3 | 0 | 0.0177 | 0.10 |
| met2 | 13 | 0.0356 | 0.44 |
| met1 | 116 | 0.0288 | 0.46 |
| li1 | 113 | - | - |
stage by stage:
step	hold slack (ns)	util	power (uW)	cells	setup WS, ns
floorplan	0.512	-	211	29	1.30
global placement	0.522	0.182	249	92	1.22
detailed placement	0.524	0.182	251	92	1.19
CTS	0.538	0.197	418	96	1.18
global route	0.552	0.197	431	96	1.10
finish	0.533	0.197	408	96	1.21
area by class of cell:
class	count	area (um2)
Clock buffer	4	55.1
Timing Repair Buffer	15	150
Tap cell	48	60.1
Inverter	11	41.3
Sequential cell	14	350
Fill cell	420	3010
Multi-Input combinational cell	4	80.1
Power is estimated from default activity; no workload was simulated.
