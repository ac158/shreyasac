==> /design/flow/design.v <==
`timescale 1ns / 1ps
module mul8(
    input [7:0] num1,  
    input [7:0] num2,  
    output reg  [15:0]result  
);
    reg [7:0] multiplier;
    reg [15:0] temp_result;
    integer i;
    always @(*) begin
        temp_result = 8'b0;
        multiplier =8'b0;
        multiplier = num2;
        for (i = 0; i < 8; i = i + 1) begin
            if (multiplier[0] == 1'b1) begin
                temp_result = temp_result + (num1 << i);
            end
            multiplier = multiplier >> 1;
        end
        result = temp_result;
    end
endmodule
`timescale 1ns / 1ps
module mul81(
    input [7:0] a,
    input [7:0] b,
    input clk,
    input rst,
    output reg [15:0]p
    );
    reg [7:0]ar, br;
    wire [15:0]pr;
    mul8 mu(.num1(ar), .num2(br), .result(pr));   
    always @ (posedge clk or posedge rst)
    begin
            if(rst)
            begin
            ar <= 8'b00000000;
            br <= 8'b00000000;
            p <= 15'b0;
            end
         else
            begin
            ar <=a;
            br <=b;
            p <=pr;
            end
     end
endmodule
==> /design/flow/run.sh <==
#!/bin/bash
# OpenROAD 26Q1-2900-gdf79404cd8, Yosys 0.63+post, stock flow scripts
make -C /OpenROAD-flow-scripts/flow DESIGN_CONFIG=/design/flow/config.mk WORK_HOME=/design/flow/orfs finish
==> /design/flow/config.mk <==
export PLATFORM = sky130hd
export DESIGN_NAME = mul81
export DESIGN_NICKNAME = mul81
export VERILOG_FILES = /design/flow/design.v
export SDC_FILE = /design/flow/constraint.sdc
export NUM_CORES = 4
export LEC_CHECK = 1
export CORE_UTILIZATION = 30
==> /design/flow/constraint.sdc <==
current_design mul81

set clk_period 16.4
set clk_io_pct 0.2

create_clock -name clk0 -period $clk_period [get_ports {clk}]

set non_clock_inputs [all_inputs -no_clocks]
set_input_delay [expr $clk_period * $clk_io_pct] -clock clk0 $non_clock_inputs
set_output_delay [expr $clk_period * $clk_io_pct] -clock clk0 [all_outputs]
==> job_summary.md <==
## PnR job results

| Metric | Value |
|---|---|
| Via density per instance | `5.19` |
| DR iter-0 viols | `184` |
| DPL Wire Length | `7680 um` |
| Yosys adder share | `21.6%` |
| Mux area share | `5.78%` |
| Aoi share | `26.2%` |
| Chip area | `0.0138 mm2` |
| Chip Area, Yosys | `0.00401 mm2` |
| Post-synth cell types | `64` |
| Seq pwr share | `17.1%` |
| Fin Hold WS | `0.704 ns` |
| Fmax | `0.108 GHz` |
| Yosys synthesis warning count | `2` |
| RePlAce Congestion | `0.944` |
| Sinks on Clock Net | `32` |
| Sequential cell area fraction in the yosys report | `20.0%` |
| Post-layout period usage | `56.7%` |
| Clk_skew | `0.00716 ns` |
| Yosys Instances | `474` |
| CTS tree | `yes` |
| Grt ovf | `0` |
| IO Port Bufs | `33` |
| Via count | `3517` |
| Mean cell area of the mapped netlist | `8.45 um2` |
| Gr usage total | `15.3%` |
| Post-CTS Hold Fix Bufs | `0` |
| Clock power frac | `17.9%` |
| WL final | `9990 um` |
| Die span in x | `118 um` |
| Final setup TNS | `0 ns` |
| Crit Path Max Fanout | `11` |
| Number of flops mapped to enable cells by yosys | `0` |
| Cells after Synth | `474` |
| Final Max Slew Viols | `0` |
| Avg WL per Cell | `14.7 um` |
| Critical Path End Type | `flip-flop` |
| CP most frequent cell | `ha_1` |
| Drt pass-1 iters | `5` |
| Status | `complete, no violations` |
| I/O pin total | `34` |
| Worst min path class | `reg2reg` |
| Sw Pwr | `0.000255 W` |
| Post-CTS Resized | `0` |
| Largest net degree at the start of global routing | `33` |
| H-Tree Level Count | `2` |
| Kind of critical path | `reg2reg` |
| Antenna cell count | `0` |
| Post-CTS Setup Inserts | `0` |
| Num CTS Buffers | `5` |
| CP required | `16.62 ns` |
| Internal power | `0.000386 W` |
| Combinational Power Share | `65.0%` |
| Fin. Hold Viols | `0` |
| Simple Share, Synth | `15.8%` |
| Final WS setup | `7.10 ns` |
| Post-synth regs | `32` |
| Switching part of the total power | `39.8%` |
| Min Tclk post-route | `9.30 ns` |
| CP Launch Type | `flip-flop` |
| Fp util | `31.2%` |
| Main logic family | `AND-OR/OR-AND gates` |
| Final setup violation count | `0` |
| Slowest CP cell | `dfrtp_1` |
| Synthesized area | `0.00401 mm2` |
| Static leakage | `2.14 nW` |
| Unrepaired setup endpoints after global routing | `no` |
| Xor and xnor fraction of the mapped netlist area | `6.12%` |
| Clock Tree Buf Depth | `2` |
| DRT antenna net count | `0` |
| Die y size | `118 um` |
| Row count | `41` |
| Vias in the first global route | `3362` |
| R2R depth | `41` |
| Peak supply drop | `0.108 mV` |
| P&R area growth vs syn | `17.3%` |
| Worst Path Arrival | `9.52 ns` |
| Initial antenna violation count | `0` |
| Late-Pin Clk Latency | `0.28 ns` |
| Max-Slew Margin vs Limit | `51.4%` |
| Largest stage delay on the critical path | `0.54 ns` |
| Max Cap Violations | `0` |
| CTS Root Cell | `clkbuf_16` |
| Setup Slack @ Placement | `7.17 ns` |
| Core area | `0.0128 mm2` |
| Synth async-reset ratio | `100%` |
| Hold Path Stages | `1` |
| Worst-path clk slew | `0.06 ns` |
| Worst-Margin Slew | `0.728 ns` |
| Tool Warnings | `29` |
| First-pass GRT wire length | `16900 um` |
| Share of layout cells above drive strength 1 | `7.11%` |
| Residual DRC | `0` |
| Commonest flop | `dfrtp_1` |
| PD cells | `136 mW/mm2` |
## state kept, by name, summed over array words and instances, names as in the netlist
register	cells
ar	8
p	16
br	8
## stage by stage
step	util [%]	cells	area (um2)	total power, W
after global placement	35.2	670	4520	0.000523
after floorplan	-	474	4010	0.000425
after CTS	36.6	678	4700	0.000646
after detailed placement	35.2	670	4520	0.000524
after global routing	36.6	678	4700	0.000706
final	36.6	678	4700	0.000641
## final cells by class
type | instances | area (um2)
Sequential cell | 32 | 801
Timing Repair Buffer | 35 | 345
Clock buffer | 7 | 153
Fill cell | 1306 | 8130
Tap cell | 172 | 215
Multi-Input combinational cell | 396 | 3020
Inverter | 35 | 131
Clock inverter | 1 | 30.0
## critical path, delay by kind of cell (launching register included)
kind | cells | cell delay [ns]
mux | 1 | 0.15
xor+xnor | 2 | 0.31
simple gates | 5 | 0.62
compound gates | 22 | 4.72
flops | 1 | 0.54
buf+inv | 3 | 0.27
fa+ha+maj | 8 | 2.63
## kinds of logic after synthesis
kind of cell               Yosys count
and+or+nand+nor                    130
adders and majority gates           65
DFF                                 32
buffers and inverters               46
muxes                               21
AOI/OAI and AO/OA                  152
xor gates and xnor gates            28
## power groups by stage
stage     Clock (W)  Combinational [W]  Sequential, W
6_report   0.000115           0.000417       0.000110
5_1_grt    0.000121           0.000473       0.000112
4_1_cts    0.000117           0.000419       0.000110
## final timing paths
| path | from | endpoint | slack [ns] |
|---|---|---|---|
| setup / recovery | ar[1] | p[13] | 7.10 |
| hold / removal | br[0] | p[0] | 0.70 |
| setup reg to reg | ar[1] | p[13] | 7.10 |
| hold reg to reg | br[0] | p[0] | 0.70 |
| max in group asynchronous | rst | ar[7] | 12.74 |
| min in group asynchronous | rst | p[0] | 3.38 |
## cell usage after synthesis, types with 2 or more instances
master / number / share of area (%)
nand2_1: 31 / 2.9
o31ai_1: 6 / 1.1
a211oi_1: 9 / 1.7
o221ai_1: 2 / 0.44
or2_2: 2 / 0.31
xor2_1: 8 / 1.7
o211ai_1: 7 / 1.3
nor2_1: 40 / 3.7
nand3b_1: 2 / 0.37
nand2b_1: 9 / 1.4
and2_1: 9 / 1.4
a21o_1: 12 / 2.2
nand3_1: 4 / 0.50
inv_1: 34 / 3.2
and3b_1: 2 / 0.44
a22oi_1: 4 / 0.75
mux2i_1: 4 / 1.0
o22ai_1: 3 / 0.47
buf_2: 2 / 0.25
nor4b_1: 2 / 0.44
and3_1: 5 / 0.78
a2111oi_0: 2 / 0.44
o21bai_1: 3 / 0.56
dfrtp_1: 32 / 20
a211o_1: 4 / 0.87
ha_1: 58 / 18
o2111ai_1: 2 / 0.44
o21ai_0: 18 / 2.2
mux2_2: 17 / 4.8
o21a_1: 13 / 2.4
a21oi_1: 30 / 3.7
or3_1: 3 / 0.47
o21ai_1: 10 / 1.2
a41oi_1: 3 / 0.66
xnor2_1: 20 / 4.4
o211a_1: 2 / 0.50
clkbuf_1: 8 / 0.75
a31oi_1: 4 / 0.62
fa_1: 7 / 3.5
nor3_1: 12 / 1.5
nor2b_1: 6 / 0.94
## layout by cell type, fill, tap and decap left out, types with 17 or more instances in the layout
master,synthesis,layout
inv_1,34,34
xnor2_1,20,20
dfrtp_1,32,32
nand2_1,31,31
nor2_1,40,40
ha_1,58,58
o21ai_0,18,18
a21oi_1,30,30
clkdlybuf4s50_1,0,33
mux2_2,17,17
## layer usage
metal | part of all wire [%] | vias to the layer above | GRT usage (%)
met4 | 2.2 | 0 | 3.13
met2 | 44 | 81 | 24.3
li1 | - | 1816 | -
met1 | 50 | 1608 | 22.9
met3 | 3.8 | 12 | 1.24
met5 | 0 | - | 0
Power figures rest on the tool's default switching activity, not on a simulated workload.
